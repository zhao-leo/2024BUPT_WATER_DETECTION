### design/flow/run.sh
#!/bin/bash
# OpenROAD 26Q1-2900-gdf79404cd8, Yosys 0.63+post, stock flow scripts
make -C /OpenROAD-flow-scripts/flow DESIGN_CONFIG=/design/flow/config.mk WORK_HOME=/design/flow/orfs finish
### design/flow/config.mk
export PLATFORM = sky130hd
export DESIGN_NAME = water_detection
export DESIGN_NICKNAME = water_detection
export VERILOG_FILES = /design/flow/design.v
export SDC_FILE = /design/flow/constraint.sdc
export NUM_CORES = 4
export LEC_CHECK = 1
export CORE_UTILIZATION = 40
### design/flow/constraint.sdc
current_design water_detection

set clk_period 4.1
set clk_io_pct 0.2

create_clock -name clk0 -period $clk_period [get_ports {clk}]

set non_clock_inputs [all_inputs -no_clocks]
set_input_delay [expr $clk_period * $clk_io_pct] -clock clk0 $non_clock_inputs
set_output_delay [expr $clk_period * $clk_io_pct] -clock clk0 [all_outputs]
### design/flow/design.v
module beep(
    input clk,
    input beep_en,
    input [2:0] state,
    output beep_out
);
wire beep_out_state0,beep_out_state1,beep_out_state2,beep_out_state3,beep_out_state4,beep_out_state5;
div_clk #(.DIVISOR(12)) div_clk_beep1 (.clk_in(clk),.rst(),.clk_out(beep_out_state0));
div_clk #(.DIVISOR(10)) div_clk_beep2 (.clk_in(clk),.rst(),.clk_out(beep_out_state1));
div_clk #(.DIVISOR(8)) div_clk_beep3 (.clk_in(clk),.rst(),.clk_out(beep_out_state2));
div_clk #(.DIVISOR(6)) div_clk_beep4 (.clk_in(clk),.rst(),.clk_out(beep_out_state3));
div_clk #(.DIVISOR(4)) div_clk_beep5 (.clk_in(clk),.rst(),.clk_out(beep_out_state4));
div_clk #(.DIVISOR(2)) div_clk_beep6 (.clk_in(clk),.rst(),.clk_out(beep_out_state5));
assign beep_out = (state == 3'b000) ? 1'b0 :
                  (state == 3'b001) ? beep_out_state0 :
                  (state == 3'b010) ? beep_out_state1 :
                  (state == 3'b011) ? beep_out_state2 :
                  (state == 3'b100) ? beep_out_state3 :
                  (state == 3'b101) ? beep_out_state4 :
                  (state == 3'b110) ? beep_out_state5 :
                  (state == 3'b111) ? beep_out_state5 :
                  1'b0;
endmodule
module controller(
    input wire clk,
    input [7:0] number,
    input wire btn0,
    output reg [2:0] state
);
    wire key;
    reg [6:0] integer_value;
    reg mode;  
initial begin
    mode = 0;
    integer_value = 7'b000_0000;
end
    debounce dbs (
        .clk(clk),
        .rst(1'b0),
        .key(btn0),
        .key_pulse(key)
    );
    always@(posedge key) begin
        mode =~mode;
    end
    always @(*) begin
        integer_value =number[7:4] * 10+number[3:0];
        if (mode && integer_value >= 14) begin
            state = 3'b111;
        end else begin
            if (integer_value < 6) begin
                state = 3'b000;
            end else if (integer_value < 8) begin
                state = 3'b001;
            end else if (integer_value < 10) begin
                state = 3'b010;
            end else if (integer_value < 12) begin
                state = 3'b011;
            end else if (integer_value < 13) begin
                state = 3'b100;
            end else if (integer_value < 14) begin
                state = 3'b101;
            end else begin
                state = 3'b110;
            end
        end
    end
endmodule
module debounce(
    input clk,
    input rst,
    input key,
    output reg key_pulse
);
    reg [3:0] cnt;
    reg flag ;
initial begin
    cnt <= 4'b0000;
    key_pulse <= 1'b0;
    flag = 1'b0;
end
always @(posedge clk) begin
    if (rst) begin
        cnt <= 4'b0000;
        key_pulse <= 1'b0;
        flag = 1'b0;
    end else if (key) begin
        if (cnt == 4'b1111 && flag == 1'b0 ) begin
            key_pulse = 1'b1;
            flag = 1'b1;
            cnt = 4'b0000;
        end else if (cnt != 4'b1111) begin
            cnt = cnt + 4'b0001;
            key_pulse = 1'b0;
        end else begin
            key_pulse = 1'b0;
            flag = 1'b1;
        end
    end else if (!key) begin
        flag = 0;
    end
end
endmodule
module digi_screen
(
    input wire clk,
    input [63:0] PICTURE_G,  
    input [63:0] PICTURE_R,  
    output reg [7:0] row,
    output reg [7:0] col_r,
    output reg [7:0] col_g
);
    initial begin
        row = 8'b0111_1111;
    end
    always@(negedge clk) begin  
        row <= {row[6:0], row[7]};
    end
    always@(negedge clk) begin  
        case(row)
        8'b1111_1110: begin
            col_r <= PICTURE_R[15:8];
            col_g <= PICTURE_G[15:8];
        end
        8'b1111_1101: begin
            col_r <= PICTURE_R[23:16];
            col_g <= PICTURE_G[23:16];
        end
        8'b1111_1011: begin
            col_r <= PICTURE_R[31:24];
            col_g <= PICTURE_G[31:24];
        end
        8'b1111_0111: begin
            col_r <= PICTURE_R[39:32];
            col_g <= PICTURE_G[39:32];
        end
        8'b1110_1111: begin
            col_r <= PICTURE_R[47:40];
            col_g <= PICTURE_G[47:40];
        end
        8'b1101_1111: begin
            col_r <= PICTURE_R[55:48];
            col_g <= PICTURE_G[55:48];
        end
        8'b1011_1111: begin
            col_r <= PICTURE_R[63:56];
            col_g <= PICTURE_G[63:56];
        end
        8'b0111_1111: begin
            col_r <= PICTURE_R[7:0];
            col_g <= PICTURE_G[7:0];
        end
        default: begin
            col_r <= 8'h00;
            col_g <= 8'h00;
        end
        endcase
    end
endmodule
module div_clk #(
    parameter DIVISOR = 100  
)(
    input wire clk_in,       
    input wire rst,          
    output reg clk_out       
);
    reg [9:0] counter;      
    initial begin
        clk_out = 0;
        counter = 0;
    end
    always @(negedge clk_in or posedge rst) begin
        if (rst) begin
            counter <= 0;
            clk_out <= 0;
        end else begin
            if (counter == (DIVISOR/2 - 1)) begin
                clk_out <= ~clk_out;
                counter <= 0;
            end else begin
                counter <= counter + 1;
            end
        end
    end
endmodule
module key_input(
    input wire clk,       
    input wire [3:0] row,
    output reg [3:0] col,
    output reg [3:0] key  
);
    reg [3:0] key_unconfirmed;
    reg [31:0] counter;
    reg [3:0] key_pre;
initial begin 
    col = 4'b1110;
    counter = 0;
    key_pre = 4'b1111;
    key_unconfirmed = 4'b1111;
    key = 4'b1111;
end
always @(negedge clk) begin
    col <= {col[2:0],col[3]}; 
end
always @(posedge clk) begin
    case(row)
        4'b1110: begin
            case(col)
                4'b1110: key_unconfirmed = 4'b0000;
                4'b1101: key_unconfirmed = 4'b0001;
                4'b1011: key_unconfirmed = 4'b0010;
                4'b0111: key_unconfirmed = 4'b0011;
            endcase
        end
        4'b1101: begin
            case(col)
                4'b1110: key_unconfirmed = 4'b0100;
                4'b1101: key_unconfirmed = 4'b0101;
                4'b1011: key_unconfirmed = 4'b0110;
                4'b0111: key_unconfirmed = 4'b0111;
            endcase
        end
        4'b1011: begin
            case(col)
                4'b1110: key_unconfirmed = 4'b1000;
                4'b1101: key_unconfirmed = 4'b1001;
                4'b1011: key_unconfirmed = 4'b1010;
                4'b0111: key_unconfirmed = 4'b1011;
            endcase
        end
        4'b0111: begin
            case(col)
                4'b1110: key_unconfirmed = 4'b1100;
                4'b1101: key_unconfirmed = 4'b1101;
                4'b1011: key_unconfirmed = 4'b1110;
                4'b0111: key_unconfirmed = 4'b1111;
            endcase
        end
        default: key_unconfirmed = 4'b1111;
    endcase
end
always@(negedge clk) begin
    if (key_unconfirmed != 4'b1111) begin
        if (key_pre == key_unconfirmed) begin
            if (counter == 60) begin
                key = key_unconfirmed;
                counter = 0;
            end else begin
                counter = counter + 1;
            end
        end else begin
            counter = 0;
            key_pre = key_unconfirmed;
        end
    end else begin
        key = 4'b1111;
    end
end
endmodule
module kv_map(
    input [3:0] key,
    output reg [3:0] value   
);
always @(*) begin
    case(key)
        4'b0000: value = 4'b0000;  
        4'b1100: value = 4'b0001;  
        4'b1101: value = 4'b0010;  
        4'b1110: value = 4'b0011;  
        4'b1000: value = 4'b0100;  
        4'b1001: value = 4'b0101;  
        4'b1010: value = 4'b0110;  
        4'b0100: value = 4'b0111;  
        4'b0101: value = 4'b1000;  
        4'b0110: value = 4'b1001;  
        4'b0001: value = 4'b1010;  
        4'b0010: value = 4'b1011;  
        default: value = 4'b1111;
    endcase
end
endmodule
module led_disp(
    input clk,             
    input [3:0] key,
    output [7:0] select,
    output [6:0] segment7x,
    output [7:0] number_out,
    output dp,
    input [1:0] Anime_state,
    input [3:0] state
);
    reg [3:0] num;
    reg [11:0] number;
    reg dp_in;
    wire [3:0] select_n;
    initial begin
        number = 12'hfff;
        num = 4'b0000;
        dp_in = 1'b0;
    end
    always @(negedge clk) begin
        if (key != 4'b1111) begin
            if (key == 4'b1011) begin
                number = 12'hfff;
            end else begin
                number = {number[7:0],key};
            end
        end
    end
    select_disp slct(
        .clk(clk),
        .rst_n(1'b1),
        .out(select_n)
    );
    segment7 decoder(
        .dp_in(dp_in),
        .num(num),
        .seg7(segment7x),
        .dp(dp)
    );
    assign number_out = number[11:4];
    assign select = {select_n[3],4'b1111,select_n[2:0]};
    always@(select_n) begin
        case(select_n)
        4'b1110:begin
            num <= number[3:0];
            dp_in<=1'b0;
        end
        4'b1101:begin
            num <= number[7:4];
            dp_in<=1'b1;
        end
        4'b1011:begin
            num <= number[11:8];
            dp_in<=1'b0;
        end
        4'b0111:begin
            if (state == 3'b111) begin
                case(Anime_state)
                2'b00:begin num = 4'b0001; dp_in<=1'b0;end
                2'b01:begin num = 4'b0010; dp_in<=1'b0;end
                2'b10:begin num = 4'b0011; dp_in<=1'b0;end
                endcase
            end else begin
                num <= 4'b1111;
                dp_in<=1'b0;
            end
        end
        default: begin num = 4'b1111; dp_in<=1'b0;end
        endcase
    end
endmodule
module led_matrix( 
    input clk,
    input [2:0] state,
    input btn7,
    output [7:0] red_led,
    output [7:0] green_led,
    output [7:0] row,
    output reg beeper,
    output reg [1:0] Anime_state
);
    wire clk_div_r2;
    wire clk_low;
    wire clk_middle;
    wire clk_high;
    wire key_pulse;
    div_clk #(
        .DIVISOR(1000)
    )
    div_clk_low (
        .clk_in(clk),
        .rst(),
        .clk_out(clk_low)
    );
    debounce dbsa(
        .clk(clk),
        .rst(),
        .key(btn7),
        .key_pulse(key_pulse)
    );
    div_clk #(
        .DIVISOR(500)
    )
    div_clk_mid (
        .clk_in(clk),
        .rst(),
        .clk_out(clk_middle)
    );
    div_clk #(
        .DIVISOR(250)
    )
    div_clk_high (
        .clk_in(clk),
        .rst(),
        .clk_out(clk_high)
    );
    div_clk #(
        .DIVISOR(500)
    ) div_clk_2Hz (
        .clk_in(clk),
        .rst(),
        .clk_out(clk_div_r2)
    );
    reg [63:0] r_led;
    reg [63:0] g_led;
    initial begin
        beeper = 1'b0;
        Anime_state = 2'b00;
        r_led = 0;
        g_led = 0;
    end
    always@(posedge key_pulse) begin
        if (Anime_state == 2'b10)
            Anime_state = 2'b00;
        else
            Anime_state = Anime_state + 1;
    end
    digi_screen digi_screen_red (
        .PICTURE_G(g_led),
        .PICTURE_R(r_led),
        .clk(clk),
        .row(row),
        .col_r(red_led),
        .col_g(green_led)
    );
    always@(negedge clk)begin
        case(state)
            3'b000:begin g_led =64'hffff000000000000;r_led = 64'h0000000000000000; beeper = 1'b0;end
            3'b001:begin g_led =64'hffffff0000000000;r_led = 64'hffffff0000000000; beeper = 1'b1;end
            3'b010:begin g_led =64'hffffffff00000000;r_led = 64'hffffffff00000000; beeper = 1'b1;end
            3'b011:begin g_led =64'hffffffffff000000;r_led = 64'hffffffffff000000; beeper = 1'b1;end
            3'b100:begin g_led =64'h0000000000000000;r_led = 64'hffffffffffff0000; beeper = 1'b1;end
            3'b101:begin g_led =64'h0000000000000000;r_led = 64'hffffffffffffff00; beeper = 1'b1;end
            3'b110:begin 
                case(clk_div_r2)
                1'b0:begin g_led =64'h0000000000000000;r_led = 64'h0000000000000000; end
                1'b1:begin g_led =64'h0000000000000000;r_led = 64'hffffffffffffffff; end
                endcase
                beeper = 1'b1;
                end
            3'b111:begin
                case(Anime_state)
                2'b00:begin 
                case(clk_low)
                    1'b0:begin g_led =64'h0000000000000000;r_led = 64'ha4e4ffe4e4bf1e3f; end
                    1'b1:begin g_led =64'h0000000000000000;r_led = 64'hb1eae4eaf1bf1e3f; end
                endcase
                beeper = 1'b1;
                end
                2'b01:begin
                case(clk_middle)
                    1'b0:begin g_led =64'h0000000000000000;r_led = 64'ha4e4ffe4e4bf1e3f; end
                    1'b1:begin g_led =64'h0000000000000000;r_led = 64'hb1eae4eaf1bf1e3f; end
                endcase
                beeper = 1'b1;
                end
                2'b10:begin
                case(clk_high)
                    1'b0:begin g_led =64'h0000000000000000;r_led = 64'ha4e4ffe4e4bf1e3f; end
                    1'b1:begin g_led =64'h0000000000000000;r_led = 64'hb1eae4eaf1bf1e3f; end
                endcase
                beeper = 1'b1;
                end
                endcase
             end
        endcase
    end          
endmodule
module segment7(
	input [3:0] num,
    input dp_in,
	output reg [6:0] seg7,
    output reg dp
);
	always @(num) begin
		case(num)
			4'b0000:seg7=7'b1111110;
			4'b0001:seg7=7'b0110000;
			4'b0010:seg7=7'b1101101;
			4'b0011:seg7=7'b1111001;
			4'b0100:seg7=7'b0110011;
			4'b0101:seg7=7'b1011011;
			4'b0110:seg7=7'b1011111;
			4'b0111:seg7=7'b1110000;
			4'b1000:seg7=7'b1111111;
			4'b1001:seg7=7'b1111011;
			default:seg7=7'b0000001;
		endcase
	end
    always @(dp_in) begin
        dp = dp_in;
    end
endmodule
module select_disp (     
    input wire clk,        
    input wire rst_n,      
    output reg [3:0] out   
);
initial begin
    out = 4'b0111;     
end
always @(posedge clk) begin
    if (!rst_n) begin
        out <= 4'b0111;       
    end else begin
        out <= {out[2:0], out[3]};  
    end
end
endmodule
module water_detection(
    input wire clk,
    input btn7,
    input btn0,
    input [3:0] row_in,
    output [3:0] col,
    output [6:0] segment7,
    output [7:0] row,
    output [7:0] green_led,
    output [7:0] red_led,
    output [7:0] select,
    output beep,
	output dp
);
    wire [3:0] key;
    wire [3:0] value;
    wire [7:0] number;
    wire [2:0] state;
    wire [1:0] Anime_state;
    wire beeper;
key_input key_input1(
    .clk(clk),
    .row(row_in),
    .col(col),
    .key(key)
);
kv_map kv_map1(
    .key(key),
    .value(value)
);
led_disp led_disp1(
    .clk(clk),
    .key(value),
    .select(select),
    .segment7x(segment7),
    .number_out(number),
	.dp(dp),
    .Anime_state(Anime_state),
    .state(state)
);
controller controller1(
    .clk(clk),
    .number(number),
    .btn0(btn0),
    .state(state)
);
led_matrix led_matrix1(
    .clk(clk),
    .state(state),
    .btn7(btn7),
    .red_led(red_led),
    .green_led(green_led),
    .row(row),
    .beeper(beeper),
    .Anime_state(Anime_state)
);
beep beep1(
    .clk(clk),
    .beep_en(beeper),
    .state(state),
    .beep_out(beep)
);
endmodule
==> run summary <==
Unrepaired setup endpoints after global routing: yes
Number of placed instances, taps included: 719
Crit path launch type: flip-flop
Clock network latency to the later pin of the worst-skew pair: 400 ps
Post-route DRC: 0
Adders+Majority by Area: 5.39%
Critical path arrival: 5410 ps
Maximum clock skew at final layout: 64.6 ps
Dominant combinational family: simple AND/OR/NAND/NOR gates
Vias after detailed routing: 4150
Avg Cell Area, Syn: 10.6 µm²
Synth Flop Type: sky130_fd_sc_hd__edfxtp_1
Antenna-violating nets left: 0
Number of antenna violations at the first check in global routing: 0
Detail-routed via count per cell: 4.92
Sequential cell area fraction in the yosys report: 50.3%
Core outline area: 12600 µm²
Number of cells in the yosys synthesis report: 488
Reg2reg setup slack: 300 ps
CTS tree: done
Met1 demand-to-capacity share in global routing: 23.2%
Number of warnings in the stage logs: 124
Wire length of the first global-routing pass: 16500 µm
CTS Root Buffer Type: sky130_fd_sc_hd__clkbuf_16
Hold EP: led_matrix1.digi_screen_red.row[6]
Reported max-cap violation count: 0
Hold path startpoint: led_matrix1.digi_screen_red.row[5]
Number of buffers added to fix hold violations after cts: 0
Async SR Flop Fraction: 0%
Synthesized instance count: 488
Logic depth of the worst register-to-register path: 3
Total chip power: 0.00232 W
Register clock-pin slew on the reported worst setup and hold paths: 30 ps
Cell class contributing the biggest share of worst-path delay: adder cells
Number of register pins that no clock reaches: 1
GRT overflow: 0
Number of global-route vias before repair: 3840
Type of the worst min-delay path: flip-flop to flip-flop
Final Max Slew Viols: 0
Area leader, netlist: sky130_fd_sc_hd__edfxtp_1
Maximum number of pins on one net before global-route repair: 33
Width of the die: 115 µm
Capturing element type of the critical path: primary output
Synth Warn #: 30
Setup violators final: 7
Count of cells along the worst hold path: 0
Count of non-filler cells in the finished layout: 843
Worst Path Required: 3280 ps
Cell area leaders: sky130_fd_sc_hd__edfxtp_1, sky130_fd_sc_hd__dfxtp_1, sky130_fd_sc_hd__xor2_1
DIE AREA: 13300 µm²
Top area contributor share: 33.2%
Final HPWL DP: 6320 µm
Total Routing Usage GR: 16.0%
Per-cell routed wire length: 11.6 µm
WS Path Type: flip-flop to primary output
Largest stage delay, worst path: 390 ps
Antenna Cells: 0
Outcome: finished, violations left
Failing checks: negative setup slack
Top-Level Pins: 52
Top cell type by instance count after synthesis: sky130_fd_sc_hd__edfxtp_1
Critical path buffers and inverters: 2
Fraction of layout cells with a size suffix above 1: 21.3%
Post-synth area from yosys stat: 5150 µm²
Reg-to-reg critical path startpoint: key_input1.col[2]
Total routed wirelength: 9770 µm
Setup ws final: -2130 ps
Biggest fanout along the worst timing path: 3
Number of CTS-inserted buffers: 9
Endpoint of the most critical register-to-register path: key_input1.key_unconfirmed[3]
Routability congestion estimate: 0.817
Number of synthesized flops with an enable pin: 57
Critical Path Slowest Stage Cell: sky130_fd_sc_hd__edfxtp_1
Worst vdd rail ir drop: 0.173 mV
Port Buf Inserts: 45
Synth-to-layout area growth: 36.0%
Share of synthesized cell area in and-or and or-and compound cells: 9.52%
Netlist cell types: 61
Lkg Pwr: 3.12 nW
Transition time at the pin with the least slew margin: 967 ps
Cell area after synthesis: 5150 µm²
Top cells by instance count after synthesis: sky130_fd_sc_hd__edfxtp_1, sky130_fd_sc_hd__dfxtp_1, sky130_fd_sc_hd__nor2_1
MUX share of area: 0.971%
Critical path, cell by cell: ha_1 -> ha_2 -> fa_2 -> xor2_4 -> buf_4 -> a2111oi_4 -> o21ba_4 -> nor2_4 -> ha_4 -> or3b_1 -> a21oi_2 -> buf_2
Pre-placement core utilization: 41.0%
XOR/XNOR share of the synthesized area: 7.80%
Area fraction in and, or, nand and nor cells after synthesis: 21.5%
Busiest layer in global routing: met2
Endpoints left unconstrained: 1
Synthesized flop and latch total: 101
Overall die height: 115 µm
Number of iterations in the first detailed-routing pass: 4
Pre-CTS setup slack: -2180 ps
CTS Buffer Depth: 2
Max-Slew Margin vs Limit: 34.7%
M3 GR Usage: 5.22%
Met2 layer usage reported by global route: 23.5%
# H-tree levels: 3
Row count: 41
DRC violation total after the first TritonRoute iteration: 221
Final count of hold timing violations: 0
Total power divided by cell area: 331 nW/µm²
cells by family (layout without fill, tap and decap cells):
family / Yosys count / in the layout
muxes: 5 / 5
buffers and inverters: 41 / 221
xor gates and xnor gates: 45 / 45
other: 2 / 5
AOI/OAI and AO/OA: 70 / 70
adders and majority gates: 21 / 21
and+or+nand+nor: 203 / 203
DFF: 101 / 101
flip-flops by register name, summed over array words and instances (netlist names):
name	flops
key_input1.counter	32
led_disp1.number	12
led_matrix1.r_led	11
led_matrix1.digi_screen_red.row	8
led_matrix1.digi_screen_red.col_r	6
controller1.dbs.cnt	4
key_input1.col	4
key_input1.key	4
key_input1.key_pre	4
key_input1.key_unconfirmed	4
led_disp1.slct.out	4
led_matrix1.g_led	4
controller1.dbs.flag	1
controller1.dbs.key_pulse	1
controller1.mode	1
led_matrix1.digi_screen_red.col_g	1
layout by cell type, fill, tap and decap left out, types with 9 or more instances in the layout:
| cell type | Yosys | layout |
|---|---|---|
| sky130_fd_sc_hd__a22oi_1 | 11 | 10 |
| sky130_fd_sc_hd__buf_4 | 14 | 54 |
| sky130_fd_sc_hd__clkbuf_16 | 0 | 9 |
| sky130_fd_sc_hd__clkdlybuf4s50_1 | 0 | 25 |
| sky130_fd_sc_hd__dfxtp_1 | 44 | 30 |
| sky130_fd_sc_hd__dfxtp_4 | 0 | 12 |
| sky130_fd_sc_hd__edfxtp_1 | 57 | 57 |
| sky130_fd_sc_hd__ha_4 | 0 | 10 |
| sky130_fd_sc_hd__inv_1 | 15 | 101 |
| sky130_fd_sc_hd__nand2_1 | 31 | 30 |
| sky130_fd_sc_hd__nand2b_1 | 15 | 15 |
| sky130_fd_sc_hd__nand3_1 | 24 | 24 |
| sky130_fd_sc_hd__nand4_1 | 18 | 18 |
| sky130_fd_sc_hd__nor2_1 | 44 | 43 |
| sky130_fd_sc_hd__nor2b_1 | 9 | 9 |
| sky130_fd_sc_hd__o21ai_0 | 13 | 12 |
| sky130_fd_sc_hd__or2_2 | 10 | 10 |
| sky130_fd_sc_hd__xnor2_1 | 9 | 9 |
| sky130_fd_sc_hd__xor2_1 | 35 | 34 |
routing by layer:
metal	routed length [µm]	vias to the layer above
met1	4630	1918
met2	4430	114
met4	154	0
met3	557	14
li1	-	2104
met5	0	-
per-stage QoR:
| stage | TNS, ps | hold slack (ps) | utilization (%) | area (µm²) |
|---|---|---|---|---|
| global placement | -14070 | 395 | 48.3 | 6070 |
| detailed placement | -14340 | 391 | 48.3 | 6070 |
| finish | -14090 | 363 | 55.7 | 7010 |
| global route | -14980 | 369 | 55.7 | 7010 |
| CTS | -14800 | 368 | 54.2 | 6820 |
| floorplan | -12170 | 367 | - | 5280 |
area by class of cell:
| cell class | instances | area [µm²] |
|---|---|---|
| clock buffer | 10 | 229 |
| clock inverter | 92 | 362 |
| fill | 1042 | 5560 |
| inverter | 14 | 52.6 |
| multi-input combinational | 349 | 2600 |
| sequential | 101 | 2640 |
| tap | 172 | 215 |
| timing repair buffer | 105 | 911 |
where the power goes:
part           leakage, nW  switching (W)  total [W]  internal [W]
clock                0.597       0.000567    0.00109      0.000524
combinational         1.63      0.0000542  0.0000951     0.0000409
sequential           0.899      0.0000317    0.00113       0.00110
total                 3.12       0.000653    0.00232       0.00167
worst max path at each step:
stage | from | cells after the start | slack (ps) | end
4_1_cts | led_disp1.number[9] | 12 | -2260 | segment7[3]
5_1_grt | led_disp1.number[11] | 14 | -2250 | segment7[4]
6_report | led_disp1.number[11] | 12 | -2130 | segment7[3]
what timing repair did:
item | CTS | global route
setup endpoints to repair | 27 | 24
setup buffers | 9 | 15
endpoints found under the hold margin | 0 | 0
gates resized | 68 | 22
pin swaps | 30 | 21
No activity file was given, so power comes from the tool's default toggle rates.
